===== design.v =====
module bin2bcd #(
    parameter width = 6,
    parameter digits = 2
)(
    input                      sgn,
    input      [width-1:0]     bin,
    output reg [bcd_width-1:0] bcd,
    output reg [3:0]           bcd_sgn
);
    localparam bcd_width = digits*4;
    integer i, j;
    reg [width-1:0] r_bin;
    always @(*) begin
		  if (bin[width-1] && sgn) begin
            r_bin = -bin;
            bcd_sgn = 4'b1010;
        end
        else begin
            r_bin = bin;
            bcd_sgn = 4'b1111;
        end
        bcd = 0;
        for (i = 0; i < width; i = i+1) begin
            bcd = {bcd[(bcd_width-1)-1:0], r_bin[(width-1)-i]};
            if (i < width-1) begin
                for (j = 3; j < bcd_width; j = j+4) begin
                    if (bcd[j -: 4] > 4)
                        bcd[j -: 4] = bcd[j -: 4]+3;
                end
            end
        end
    end
endmodule

===== run.sh =====
#!/bin/bash
# OpenROAD 26Q1-2900-gdf79404cd8, Yosys 0.63+post, stock flow scripts
make -C /OpenROAD-flow-scripts/flow DESIGN_CONFIG=/design/flow/config.mk WORK_HOME=/design/flow/orfs finish

===== config.mk =====
export PLATFORM = sky130hd
export DESIGN_NAME = bin2bcd
export DESIGN_NICKNAME = bin2bcd
export VERILOG_FILES = /design/flow/design.v
export SDC_FILE = /design/flow/constraint.sdc
export NUM_CORES = 4
export LEC_CHECK = 1
export CORE_AREA = 10 10 70 70
export DIE_AREA = 0 0 80 80

===== constraint.sdc =====
current_design bin2bcd

set clk_period 5.9
set clk_io_pct 0.2

create_clock -name clk0 -period $clk_period

set non_clock_inputs [all_inputs -no_clocks]
set_input_delay [expr $clk_period * $clk_io_pct] -clock clk0 $non_clock_inputs
set_output_delay [expr $clk_period * $clk_io_pct] -clock clk0 [all_outputs]

==> flow_summary.json <==
{
  "pwr-share-comb": 1.000,
  "clock_buffers": 0,
  "syn_avg_cell_area_um2": 7.528,
  "power.density_nw_per_um2": 109.4,
  "grt_pass1_wl_mm": 2.076,
  "seqCellArea_um2": 0,
  "hp-class": "in2out",
  "max_slew.worst_pin.slew_ns": 0.5270,
  "fin_crit_sh": 0.9427,
  "dieArea_um2": 6400,
  "final-hold-violation-count": 0,
  "clock.fmax_mhz": 179.8,
  "initial_core_util": 0.1322,
  "overflow": 0,
  "place.gp.congestion": 0.7505,
  "slew_headroom": 0.6487,
  "dp_hpwl_um": 980.8,
  "port_buffers": 16,
  "holdBufCountCts": 0,
  "vias": 464,
  "core_region_area_um2": 3416,
  "flops": 0,
  "p_leak_nw": 0.2595,
  "critPathLaunchType": "input pin",
  "p_clk_frac": 0,
  "drv_cap": 0,
  "fp.dieH_um": 80,
  "outcome": "finished, final reports clean",
  "seqPwrFrac": 0,
  "crit_arrival_ns": 4.38,
  "endpoint_kind": "primary output",
  "critical_path.endpoint": "bcd[1]",
  "postRouteAntennaNets": 0,
  "cp.required_ns": 4.72,
  "syn-instance-count": 60,
  "ys_seq_frac": 0,
  "post-place-ws_ns": 0.1594,
  "intPower_w": 0.00004081,
  "layout_setup_ws_ns": 0.3382,
  "boundaryPins": 19,
  "track_usage": 0.03718,
  "drc": 0,
  "areaGrowthSynthToFinish_pct": 47.65,
  "rsz0062_at_grt": "no",
  "setup_tns_ns": 0,
  "p_sw_w": 0.00003214,
  "layout_top_cell": "clkdlybuf4s50_1",
  "grt_pass1_vias": 470,
  "yosysWarningCount": 1,
  "slew_viol_final": 0,
  "fillerInstances": 399,
  "setup_violations": 0,
  "rows": 21,
  "lay_top_cells": "clkdlybuf4s50_1, nor2_1, inv_1, a21oi_1, conb_1",
  "warning_count": 32,
  "critPathMaxFanout": 6,
  "drive_gt1_frac": 0.1507,
  "ys_cells": 60,
  "switching_share": 0.4406,
  "routed_wirelength_mm": 1.187,
  "grt_max_degree": 11,
  "viasPerCell": 3.899,
  "yosys_area_um2": 451.7,
  "area.combinational_um2": 417.9,
  "n_antenna_cell": 0,
  "p_total_w": 0.00007295,
  "drt_first_iter_violations": 17,
  "wire_per_inst_um": 9.975,
  "antenna_found_initial": 0,
  "critical_path_class": "in2out",
  "syn_area_um2": 451.7,
  "startpoint": "bin[2]",
  "first_pass_iters": 4,
  "die_w_um": 80,
  "peakVddDrop_v": 0.00006037,
  "finalCriticalPeriod_ns": 5.562,
  "yosys.cell_types.count": 38
}
==> critical path, stage by stage <==
cell             delay [ns]
clkdlybuf4s50_1        0.54
nor2_1                 0.33
a32oi_1                0.28
nor3_2                 0.27
nor2_1                 0.09
ha_2                   0.21
or2_2                  0.33
a221oi_4               0.39
a21oi_1                0.12
a31oi_1                0.15
clkdlybuf4s50_1        0.49
==> through the flow <==
step / cell area, µm² / utilization / instances / hold slack, ns
final: 666.9 / 0.1952 / 119 / 2.971
after global routing: 666.9 / 0.1952 / 119 / 3.016
after CTS: 635.6 / 0.1861 / 118 / 3.326
after detailed placement: 635.6 / 0.1861 / 118 / 3.317
after global placement: 635.6 / 0.1861 / 118 / 3.304
after floorplan: 455.4 / - / 61 / 2.410
==> kinds of logic after synthesis <==
logic type,Yosys count,share of synthesized area
and+or+nand+nor,24,0.3186
AOI/OAI and AO/OA,16,0.3463
buffers and inverters,10,0.1246
xor gates and xnor gates,4,0.09420
muxes,2,0.04432
adders and majority gates,2,0.05539
other,2,0.01663
==> power by group through the flow <==
stage / Combinational, W / Clock, W / Sequential (W)
4_1_cts: 0.0000693 / 0 / 0
5_1_grt: 0.0000825 / 0 / 0
6_report: 0.0000729 / 0 / 0
==> cell usage after synthesis, types with 2 or more instances <==
master | count | share of area
nand2_1 | 2 | 0.017
xnor2_1 | 2 | 0.039
ha_1 | 2 | 0.055
conb_1 | 2 | 0.017
mux2i_1 | 2 | 0.044
a21oi_1 | 3 | 0.033
inv_1 | 4 | 0.033
buf_4 | 5 | 0.083
nor2_1 | 7 | 0.058
o22ai_1 | 2 | 0.028
nand2b_1 | 2 | 0.028
==> worst min path at each step <==
stage,startpoint,end,cells past startpoint
4_1_cts,bin[0],bcd[0],2
5_1_grt,bin[0],bcd[0],2
6_report,bin[0],bcd[0],2
==> layer usage <==
metal | share of wire | global-route usage | vias to the layer above
met5 | 0 | 0 | -
met4 | 0 | 0 | 0
met3 | 0.11 | 0.01818 | 0
met2 | 0.44 | 0.06100 | 12
met1 | 0.46 | 0.04551 | 210
li1 | - | - | 242
==> area by class of cell <==
cell class	count	area share
Timing Repair Buffer	17	0.2589
Tap cell	46	0.08630
Inverter	5	0.02814
Multi-Input combinational cell	51	0.6266
==> repair_timing <==
item | in CTS | in global routing
buffers inserted | 0 | 1
endpoints found under the hold margin | 0 | 0
endpoints found under the setup margin | 0 | 4
gates resized | 0 | 5
Power figures rest on the tool's default switching activity, not on a simulated workload.
