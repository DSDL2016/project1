==> /design/flow/design.v <==
module mul_top #(
	parameter width = 6
)(
	input [width-1:0]      a, b,
	input                  sel,
    output reg [width*2-1:0] out
);
   integer                 sum = 0;
   integer                 i = 0;
   integer                 sign = 1;
   integer                 i_a;
   integer                 i_b;
   integer                 mask = 63;
   always @( a, b )   
     begin         
        sum = 0;
        i_a = a[width - 1: 0];           
        i_b = b[width - 1: 0];           
        sign = 1;        
        if( a[width - 1] )begin
           sign = -sign;
           i_a = (~i_a + 1) & mask;           
        end
        if( b[width - 1] )begin
           sign = -sign;
           i_b = (~i_b + 1) & mask;           
        end
        for( i = 0; i < width; i = i+1 )
          begin
             if( i_b[i] )
               begin
                  sum = sum + (i_a << i);
               end
          end        
        sum[2 * width - 1] = 0;
        if( sign == -1 )begin
           sum = ~sum + 1;
        end
        out = sum;        
     end  
endmodule
==> /design/flow/run.sh <==
#!/bin/bash
# OpenROAD 26Q1-2900-gdf79404cd8, Yosys 0.63+post, stock flow scripts
make -C /OpenROAD-flow-scripts/flow DESIGN_CONFIG=/design/flow/config.mk WORK_HOME=/design/flow/orfs finish
==> /design/flow/config.mk <==
export PLATFORM = sky130hd
export DESIGN_NAME = mul_top
export DESIGN_NICKNAME = mul_top
export VERILOG_FILES = /design/flow/design.v
export SDC_FILE = /design/flow/constraint.sdc
export NUM_CORES = 4
export LEC_CHECK = 1
export CORE_AREA = 10 10 113 113
export DIE_AREA = 0 0 123 123
==> /design/flow/constraint.sdc <==
current_design mul_top

set clk_period 18.8
set clk_io_pct 0.2

create_clock -name clk0 -period $clk_period

set non_clock_inputs [all_inputs -no_clocks]
set_input_delay [expr $clk_period * $clk_io_pct] -clock clk0 $non_clock_inputs
set_output_delay [expr $clk_period * $clk_io_pct] -clock clk0 [all_outputs]
==> out/qor.csv <==
stage,metric,value,unit
placed_design,Placed Cells,478,
power,PwrDens,66.9,nW/um2
worst_setup_path,critical path class,input port to primary output,
yosys,Post-synth seq share,0,%
placed_design,PortBufs,24,
cells_and_area,Seq cells,0,
timing,crit path time final,16.63,ns
floorplan,total die size,15100,um2
cells_and_area,P&R area growth vs syn,14.3,%
worst_setup_path,Worst Setup End Kind,primary output,
outcome,status,completed,
floorplan,FP Rows,37,
timing,slack of the critical path,2.17,ns
worst_setup_path,Critical path buffers and inverters,4,
placed_design,post-DP HPWL,5270,um
placed_design,placed instance area,2860,um2
drt,post-route antenna net violation count,0,
worst_setup_path,crit-path max cell delay,0.79,ns
timing,final setup violation count,0,
drt,vias after detailed routing,2507,
worst_setup_path,CP startpoint kind,input port,
yosys,Mapped Cells,327,
yosys,ys cells,327,
worst_setup_path,Worst path top cell family by delay,AND-OR/OR-AND gates,
cells_and_area,Final Non-Filler Cells,478,
clock_tree,post_cts resized,0,
drt,WL/cell,13.5,um
run,Max Cap Viol,0,
power,Combinational Power Share,100.0,%
min_path,Hold Path Stages,6,
timing,Worst-Margin Slew,0.835,ns
cells_and_area,Layout Utilization,27.7,%
floorplan,core box area,10300,um2
power,Static Leak,1.20,nW
grt,first-pass GRT wire length,11500,um
power,Int Power,91.1,uW
cells_and_area,register area,0,um2
drt,router iterations before antenna repair,4,
timing,Fmax,60.1,MHz
power,clock power share,0,%
clock_tree,post-CTS setup buffers,0,
worst_setup_path,Crit path depth,40,
drt,Vias/cell,5.24,
yosys,Yosys cell types,78,
grt,initial antenna violation count,0,
cells_and_area,Final Cell Area,2860,um2
power,Sequential Power Share,0,%
timing,final hold violations,0,
yosys,post-synthesis instance area,2510,um2
floorplan,initial core utilization,24.3,%
clock_tree,# hold bufs at CTS,0,
timing,cycle use final,88.5,%
grt,vias in the first global route,2357,
power,Worst IR Drop VDD,30.4,uV
timing,Slew HR,44.1,%
yosys,yosys warns,1,
min_path,type of the most critical hold path,input port to primary output,
power,switching power,100,uW
grt,global route overflow,0,
drt,initial DRC count,124,
drt,Ant. Diodes,0,
worst_setup_path,WP data arrival,12.87,ns
yosys,syn avg cell area,7.66,um2
power,Sw Ratio,52.5,%
cells_and_area,layout cells sized above 1,9.65,%
floorplan,height of the die,123,um
grt,largest net degree at the start of global routing,18,
run,OpenROAD warnings,33,
drt,number of remaining DRC errors,0,
yosys,post-synth area from yosys stat,2510,um2
timing,setup_tns,0,ns
worst_setup_path,CP max stage cell,clkdlybuf4s50_1,
worst_setup_path,worst-path fanout max,11,
worst_setup_path,crit path DRT,15.04,ns
placed_design,routability cong.,0.874,
timing,RSZ-0062 raised after global routing,false,
floorplan,Die X,123,um
floorplan,Boundary Pins,25,
cells_and_area,clkbuf count,0,
timing,Slew Limit Fails,0,
grt,Total GRT Usage,8.85,%
drt,routed wire length,6470,um
placed_design,Post-Place Setup Slack,2.22,ns
[stage by stage]
| step | power, mW | hold slack (ns) |
|---|---|---|
| finish | 0.192 | 8.83 |
| global route | 0.217 | 8.91 |
| CTS | 0.193 | 8.84 |
| detailed placement | 0.192 | 8.84 |
| global placement | 0.189 | 8.84 |
| floorplan | 0.139 | 7.62 |
[power groups by stage]
| stage | registers (mW) | logic (mW) | clock network, mW |
|---|---|---|---|
| CTS | 0 | 0.193 | 0 |
| global route | 0 | 0.217 | 0 |
| finish | 0 | 0.192 | 0 |
[kinds of logic (layout without fill, tap and decap cells)]
group | after synthesis | in the layout | share of synthesized area, %
simple gates | 116 | 116 | 24.8
compound gates | 114 | 114 | 37.1
fa+ha+maj | 34 | 34 | 18.5
buf+inv | 31 | 46 | 5.84
xor+xnor | 28 | 28 | 12.0
mux | 4 | 4 | 1.80
[path summary, 6_finish.rpt]
kind  startpoint       to
max         a[0]  out[10]
min         b[4]   out[6]
[placed cells by master (no fill, tap or decap), types with 3 or more instances in the layout]
| cell type | count |
|---|---|
| ha_1 | 29 |
| a311oi_1 | 3 |
| a21o_1 | 9 |
| inv_1 | 16 |
| o211a_1 | 5 |
| o21bai_1 | 3 |
| inv_2 | 3 |
| nor3b_1 | 3 |
| or2_2 | 6 |
| a21oi_1 | 22 |
| xor2_1 | 10 |
| fa_1 | 5 |
| o211ai_1 | 7 |
| buf_4 | 3 |
| nor2_1 | 19 |
| nand3b_1 | 3 |
| or3_1 | 6 |
| o32ai_1 | 3 |
| nand4_1 | 3 |
| nor3_1 | 8 |
| nand2b_1 | 9 |
| clkdlybuf4s50_1 | 24 |
| nand3_1 | 11 |
| nand2_1 | 29 |
| o21ai_0 | 9 |
| o21a_1 | 4 |
| xnor2_1 | 13 |
| a31oi_1 | 3 |
| o21ai_1 | 3 |
| a211oi_1 | 9 |
[per-layer routing]
layer  track usage (%)  wire length (um)  up-vias  part of all wire [%]
met5                 0                 0        -                     0
met1              12.8              3130     1165                    48
met2              14.6              2960       49                    46
met4              1.16                82        0                   1.3
li1                  -                 -     1285                     -
met3             0.648               290        8                   4.5
[cell usage after synthesis (3+ instances only)]
| cell | number | area, um2 |
|---|---|---|
| a211oi_1 | 9 | 67.6 |
| a21o_1 | 9 | 67.6 |
| a21oi_1 | 22 | 110 |
| a311oi_1 | 3 | 26.3 |
| a31oi_1 | 3 | 18.8 |
| buf_2 | 3 | 15.0 |
| buf_6 | 3 | 33.8 |
| clkbuf_1 | 5 | 18.8 |
| fa_1 | 5 | 100 |
| ha_1 | 29 | 363 |
| inv_1 | 16 | 60.1 |
| inv_2 | 3 | 11.3 |
| nand2_1 | 29 | 109 |
| nand2b_1 | 9 | 56.3 |
| nand3_1 | 11 | 55.1 |
| nand3b_1 | 3 | 22.5 |
| nand4_1 | 3 | 18.8 |
| nor2_1 | 19 | 71.3 |
| nor3_1 | 8 | 40.0 |
| nor3b_1 | 3 | 22.5 |
| o211a_1 | 5 | 50.1 |
| o211ai_1 | 7 | 52.6 |
| o21a_1 | 4 | 30.0 |
| o21ai_0 | 9 | 45.0 |
| o21ai_1 | 3 | 15.0 |
| o21bai_1 | 3 | 22.5 |
| o32ai_1 | 3 | 26.3 |
| or2_2 | 6 | 37.5 |
| or3_1 | 6 | 37.5 |
| xnor2_1 | 13 | 114 |
| xor2_1 | 10 | 87.6 |
[layout make-up]
| cell class | count | area (um2) |
|---|---|---|
| Multi-Input combinational cell | 296 | 2360 |
| Tap cell | 136 | 170 |
| Inverter | 19 | 71.3 |
| Fill cell | 1079 | 7460 |
| Timing Repair Buffer | 27 | 263 |
[worst min-delay path, delay by kind of cell]
family	cells	cell delay [ns]
XOR/XNOR	1	0.13
buffers and inverters	2	0.92
multiplexers	1	0.09
AND/OR/NAND/NOR	2	0.17
No activity file was given, so power comes from the tool's default toggle rates.
