$ cat ./run.sh
#!/bin/bash
# OpenROAD 26Q1-2900-gdf79404cd8, Yosys 0.63+post, stock flow scripts
make -C /OpenROAD-flow-scripts/flow DESIGN_CONFIG=/design/flow/config.mk WORK_HOME=/design/flow/orfs finish
$ cat ./design.v
module add_top #(
	parameter width = 6
)(
	input						c_in,
	input		[width-1:0]	a,
	input		[width-1:0]	b,
	output	[width-1:0]	out,
	output					ovf
);
	wire carry[width:0];
	genvar i;
	generate
		for(i = 0; i < width; i = i+1) begin : FA_CONCAT
			full_adder fa(
				.a		 (a[i]),
				.b		 (b[i]),
				.c_in	 (carry[i]),
				.sum	 (out[i]),
				.c_out (carry[i+1])
			);
		end
	endgenerate
	assign carry[0] = c_in;
	assign ovf = carry[width] ^ carry[width-1];
endmodule
module full_adder(
	input		a,
	input		b,
	input		c_in,
	output	sum,
	output	c_out
);
	wire ha1_c, ha1_s, ha2_c;
	half_adder ha1(
		.a			(a),
		.b			(b),
		.sum		(ha1_s),
		.carry	(ha1_c)
	);
	half_adder ha2(
		.a			(c_in),
		.b			(ha1_s),
		.sum		(sum),
		.carry	(ha2_c)
	);
	or g1(c_out, ha1_c, ha2_c); 
endmodule
module half_adder(
	input		a,
	input		b,
	output	sum,
	output	carry
);
	xor g1(sum, a, b);
	and g2(carry, a, b);
endmodule
module sub_top #(
    parameter width = 6
)(
    input  [width-1:0] a,
    input  [width-1:0] b,
    output [width-1:0] out,
    output             ovf
);
    add_top add(
        .c_in (1'b1),
        .a    (a),
        .b    (~b),
        .out  (out),
        .ovf  (ovf)
    );
endmodule
$ cat ./constraint.sdc
current_design sub_top

set clk_period 4.6
set clk_io_pct 0.2

create_clock -name clk0 -period $clk_period

set non_clock_inputs [all_inputs -no_clocks]
set_input_delay [expr $clk_period * $clk_io_pct] -clock clk0 $non_clock_inputs
set_output_delay [expr $clk_period * $clk_io_pct] -clock clk0 [all_outputs]
$ cat ./config.mk
export PLATFORM = sky130hd
export DESIGN_NAME = sub_top
export DESIGN_NICKNAME = sub_top
export VERILOG_FILES = /design/flow/design.v
export SDC_FILE = /design/flow/constraint.sdc
export NUM_CORES = 4
export LEC_CHECK = 1
export CORE_AREA = 10 10 70 70
export DIE_AREA = 0 0 80 80
==> flow_metrics.tcl <==
# flow metrics
set metrics [dict create \
    status "complete, no violations" \
    seqCellArea_um2 0 \
    core-area_um2 3420 \
    dpl.cell_count 85 \
    die_x_um 80 \
    drc 0 \
    comb_power_share_pct 100.0 \
    synth_chip_area_um2 215 \
    final_cell_mix "clkdlybuf4s50_1, inv_1, fa_2, dlygate4sd2_1, inv_2" \
    critPathBufInv 5 \
    pwr-share-clk_pct 0 \
    p_int_uw 32.0 \
    path_cells "clkdlybuf4s50_1 -> fa_2 -> fa_2 -> inv_2 -> fa_2 -> inv_2 -> fa_2 -> fa_2 -> inv_1 -> dlygate4sd2_1" \
    via_count 187 \
    std_cell_rows 21 \
    yosysCellCount 26 \
    worst_pin_slew_ns 0.0998 \
    worstSetupPathType "in -> out" \
    portBuffers 19 \
    critPathRequiredTime_ns 3.68 \
    switchingPower_uw 13.8 \
    crit_top_cell "fa_2" \
    slew_violations 0 \
    setup_viol 0 \
    diodes 0 \
    routed_wl_um 577 \
    netlist_area_um2 215 \
    instances_no_fill 86 \
    drv_cap 0 \
    overflow 0 \
    cp-start-kind "primary input" \
    ir_worst_vdd_uv 29.9 \
    arrival_ns 3.53 \
    slowest_stage "fa_2" \
    dp_hpwl_um 572 \
    fp_util_pct 6.30 \
    critical-path-max-stage-delay_ns 0.57 \
    antenna_found_initial 0 \
    viasPerCell 2.17 \
    wire_per_inst_um 6.71 \
    grt_pass1_wl_um 903 \
    layout_top_cell "clkdlybuf4s50_1" \
    slew_headroom_pct 93.3 \
    crit_fanout 2 \
    cts_hold_buf 0 \
    drt-initial-drc-count 0 \
    swShare_pct 30.1 \
    postSynthCellCount 26 \
    yosysWarnings 1 \
    pin_count 19 \
    hp-class "in -> out" \
    gp_congestion 0.736 \
    drive_gt1_share_pct 25.0 \
    fin_tns_setup_ns 0 \
    worst_setup_path_end_kind "output pin" \
    rsz0062_at_grt "false" \
    drtAntennaViolNets 0 \
    finalHoldViolations 0 \
    clock.fmax_mhz 224 \
    period_needed_ns 4.45 \
    die_h_um 80 \
    yosysUniqueCellTypes 5 \
    critical_path.top_delay_family "adder cells" \
    seq_power_share_pct 0 \
    grt_pass1_vias 196 \
    grt_max_degree 3 \
    postSynthSeqShare_pct 0 \
    num-clock-buffers 0 \
    die_area_um2 6400 \
    track_usage_pct 1.74 \
    power_density_nw_per_um2 106 \
    avgSynthCellArea_um2 8.28 \
    syn2layout_area_growth_pct 102 \
    leakage_nw 0.195 \
    tool_warnings 32 \
    dr.pass1.iters 1 \
    flop-count 0 \
    finalClockPeriodUsage_pct 96.8 \
]
-- Yosys cell counts --
master | n | area share [%]
ha_1 | 1 | 5.8
xor2_1 | 1 | 4.1
buf_4 | 6 | 21
inv_1 | 13 | 23
fa_1 | 5 | 47
-- layout make-up --
cell class | instances | area [um^2]
fill | 396 | 2980
tap | 46 | 57.6
timing repair buffer | 20 | 191
inverter | 13 | 48.8
multi-input combinational | 7 | 136
-- cell families (layout without fill, tap and decap cells) --
family / after synthesis / in the layout / synth area share (%)
xor gates and xnor gates: 1 / 1 / 4.07
adders and majority gates: 6 / 6 / 52.3
buffers and inverters: 19 / 33 / 43.6
-- worst paths after layout --
path | end | slack, ns | start | cells after the start
worst max-delay path | out[5] | 0.15 | b[1] | 10
worst min-delay path | out[0] | 2.64 | b[0] | 4
-- power groups by stage --
stage	clock [mW]	sequential, mW	combinational [mW]
CTS	0	0	0.0482
global route	0	0	0.0531
finish	0	0	0.0458
-- through the flow --
step / hold slack [ns] / util (%) / total power [mW] / cell area, um^2 / setup WS [ns]
after floorplan: 2.04 / - / 0.0230 / 215 / 0.540
after global placement: 2.89 / 12.2 / 0.0471 / 418 / -0.483
after detailed placement: 2.90 / 12.2 / 0.0472 / 418 / -0.493
after CTS: 2.68 / 12.7 / 0.0482 / 434 / 0.0328
after global routing: 2.71 / 12.7 / 0.0531 / 434 / 0.0376
final: 2.64 / 12.7 / 0.0458 / 434 / 0.145
-- layer usage --
layer / vias up / global-route usage, % / share of wire [%]
met5: - / 0 / 0
met4: 0 / 0 / 0
met3: 0 / 0.795 / 12
met2: 13 / 2.73 / 43
met1: 86 / 2.27 / 45
li1: 88 / - / -
-- repair_timing --
item / in CTS / in global routing
pin swaps: 6 / 4
buffers inserted: 1 / 0
setup endpoints to repair: 2 / 2
gates resized: 14 / 0
Power figures rest on the tool's default switching activity, not on a simulated workload.
